--- /design/flow/run.sh ---
#!/bin/bash
# OpenROAD 26Q1-2900-gdf79404cd8, Yosys 0.63+post, stock flow scripts
make -C /OpenROAD-flow-scripts/flow DESIGN_CONFIG=/design/flow/config.mk WORK_HOME=/design/flow/orfs finish
--- /design/flow/config.mk ---
export PLATFORM = sky130hd
export DESIGN_NAME = flag_buf
export DESIGN_NICKNAME = flag_buf
export VERILOG_FILES = /design/flow/design.v
export SDC_FILE = /design/flow/constraint.sdc
export NUM_CORES = 4
export LEC_CHECK = 1
export CORE_AREA = 10 10 71 71
export DIE_AREA = 0 0 81 81
--- /design/flow/constraint.sdc ---
current_design flag_buf

set clk_period 1.0
set clk_io_pct 0.2

create_clock -name clk0 -period $clk_period [get_ports {clk}]

set non_clock_inputs [all_inputs -no_clocks]
set_input_delay [expr $clk_period * $clk_io_pct] -clock clk0 $non_clock_inputs
set_output_delay [expr $clk_period * $clk_io_pct] -clock clk0 [all_outputs]
--- /design/flow/design.v ---
module flag_buf
    #(
        parameter W = 8
    )
    (
        input logic clk, rst,
        input logic clr_flag, set_flag,
        input logic [W-1:0] din,
        output logic flag,
        output logic [W-1:0] dout
    );
    logic [W-1:0] buf_reg, buf_next;
    logic flag_reg, flag_next;
    always_ff @(posedge clk, posedge rst) begin
        if (rst) begin
            buf_reg <= 0;
            flag_reg <= 1'b0;
        end else begin
            buf_reg <= buf_next;
            flag_reg <= flag_next;
        end
    end
    always_comb begin
        buf_next = buf_reg;
        flag_next = flag_reg;
        if (set_flag) begin
            buf_next = din;
            flag_next = 1'b1;
        end else if (clr_flag) begin
            flag_next = 1'b0;
        end
    end
    assign dout = buf_reg;
    assign flag = flag_reg;
endmodule
==> flow_summary_export.csv <==
group,metric,value,unit
clock_tree,holdBufCountCts,0,
route,drc,0,
flow_run,warnings,26,
worst_setup_path,worst_path_dominant_cell_family,"flip-flops",
worst_setup_path,crit_cells,1,
floorplan,dieHeight,81,µm
worst_setup_path,startpoint_type,"flip-flop",
route,routed_wl,1.09,mm
worst_setup_path,endpoint,"dout[5]",
placement,gp_congestion,0.670,
synth,ys.warnings.count,1,
floorplan,row_count,22,
sta,whs,0.234,ns
finish,instances_no_fill,100,
power_and_ir_drop,irDropWorstVdd,0.623,mV
worst_setup_path,r2r_cells,2,
sta,tightest_slew,0.336,ns
worst_setup_path,r2r_start,"buf_reg[4]$_DFFE_PP0P_",
sta,finalCritPeriodShare,0.930,
global_route,overflow,0,
worst_setup_path,worstSetupPathType,"flip-flop to output port",
finish,drive_gt1_frac,0.558,
clock_tree,clockBufferDepth,2,
floorplan,boundaryPins,21,
sta,clock_skew,0,ns
sta,timing_hold_violations_final,0,
synth,top_area_cell,"dfrtp_1",
sta,rsz0062_at_grt,"false",
clock_tree,clock_latency,0.23,ns
power_and_ir_drop,p_leak,0.347,nW
route,vias,276,
placement,dpl_worst_slack,-0.288,ns
finish,final_area,718,µm²
flow_run,maxCapViolations,0,
global_route,grt_pass1_vias,326,
worst_setup_path,crit_fanout,2,
route,drtPass1Iterations,1,
worst_setup_path,critPathRequiredTime,0.80,ns
placement,hpwl,820,µm
clock_tree,clkTransAtPathRegs,0.04,ns
synth,edf_count,0,
sta,tns,0,ns
synth,most_common_cell,"dfrtp_1",
sta,slew_violations,0,
synth,syn_area_per_cell,17.8,µm²
synth,top_area_frac,0.604,
worst_setup_path,crit_path_cell_trace,"buf_2",
sta,setup_slack,0.0701,ns
synth,topCellsByArea,"dfrtp_1 60%, mux2_4 32%, buf_6 3.0%, a21o_2 2.3%, inv_1 2.0%",
floorplan,core_area,3630,µm²
synth,ys_ff,9,
synth,ys_top_cells_by_count,"9 x dfrtp_1, 8 x mux2_4, 2 x inv_1",
placement,placed_area,657,µm²
global_route,antenna_found_initial,0,
global_route,grt_pass1_wl,1.66,mm
global_route,grt_usage,0.0349,
route,wire_per_inst,10.9,µm
worst_setup_path,worstPathArrival,0.73,ns
sta,setup_violations,0,
worst_setup_path,cp.buffers_inverters,1,
synth,syn_area,373,µm²
floorplan,chipArea,6560,µm²
worst_setup_path,worstSetupEndpointType,"output port",
synth,ys_types,5,
synth,synth_stat.cells,21,
route,num_antenna_cells,0,
finish,largest_reg_flops,8,
worst_setup_path,regToRegSetupSlack,0.12,ns
power_and_ir_drop,power.density,1440,nW/µm²
clock_tree,cts_tree,"yes",
status,status,"finished clean",
route,final_antenna_net_count,0,
worst_setup_path,slowest_delay,0.38,ns
synth,ys_chip_area,373,µm²
floorplan,die_x,81,µm
sta,timing.slew.headroom,0.776,
placement,dpl.cell_count,91,
worst_setup_path,cpMaxStageDelayCell,"dfrtp_1",
sta,fmaxAchievable,1080,MHz
synth,async_reset_ff_frac,1.00,
route,vias_per_cell,2.76,
synth,ys_seq_share,0.604,
finish,layout-area-overhead-vs-synth,92.6,%
worst_setup_path,timing.rr.end,"buf_reg[4]$_DFFE_PP0P_",
clock_tree,numCtsBuffers,3,
floorplan,fp-utilization,0.103,
worst_setup_path,critPathLaunch,"buf_reg[5]$_DFFE_PP0P_",
synth,synth-main-ff-cell,"dfrtp_1",
clock_tree,htreeDepth,1,
global_route,grt_max_degree,10,
synth,syn_inst,21,
clock_tree,cts_root_buffer,"clkbuf_8",
sta,finalCriticalPeriod,0.930,ns
route,first_iter_violations,0,
clock_tree,cts.sinks,9,
placement,portBuffers,20,
hold_path,hp-class,"primary input to async pin",
## per-stage QoR
step / util / total power [mW]
floorplan: - / 0.485
global placement: 0.181 / 0.630
detailed placement: 0.181 / 0.633
CTS: 0.205 / 1.06
global route: 0.198 / 1.11
finish: 0.198 / 1.03
## routing by layer
layer / vias up / track usage / wire (µm)
met2: 16 / 0.0510 / 475
met5: - / 0 / 0
met3: 0 / 0.0312 / 178
met4: 0 / 0.00346 / 0
li1: 131 / - / -
met1: 129 / 0.0388 / 434
## worst min-delay path by stage
stage	end	from	depth (start not counted)	slack, ns
4_1_cts	buf_reg[7]$_DFFE_PP0P_	rst	2	0.24
5_1_grt	buf_reg[3]$_DFFE_PP0P_	rst	2	0.27
6_report	buf_reg[3]$_DFFE_PP0P_	rst	2	0.23
## report_power, final
group	internal [mW]	leakage, nW	total, mW	switching, mW
registers	0.401	0.104	0.419	0.0183
logic	0.159	0.220	0.209	0.0498
clock network	0.276	0.0228	0.405	0.129
## cell usage in the layout, fill, tap and decap left out
master           instances
buf_12                   1
clkbuf_8                 3
clkdlybuf4s50_1         10
bufbuf_16                1
clkbuf_1                 1
a21o_2                   1
dfrtp_1                  9
mux2_4                   8
buf_2                    2
clkbuf_2                 7
buf_4                    6
dlygate4sd2_1            1
inv_1                    2
## kinds of logic (layout without fill, tap and decap cells)
kind of cell | after synthesis | count (layout) | synth area share
AOI/OAI and AO/OA | 1 | 1 | 0.0235
buffers and inverters | 3 | 34 | 0.0503
muxes | 8 | 8 | 0.322
DFF | 9 | 9 | 0.604
## area by class of cell
cell class	count	area (µm²)
well taps	48	60.1
multi-input cells	9	129
inverters	2	7.51
clock buffers	4	45.0
fillers	396	2920
flip-flops and latches	9	225
repair buffers	28	251
## what timing repair did
action / in CTS / in global routing
cloned: 1 / 0
setup endpoints to repair: 17 / 7
resized: 21 / 7
buffers inserted: 3 / 1
Power is estimated from default activity; no workload was simulated.
